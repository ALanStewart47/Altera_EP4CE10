==> design/flow/design.v <==
module key_led(
    input               sys_clk,
    input               sys_rst_n,
    input       [3:0]   key,
    output   reg   [3:0]   led
);
reg [23:0]  time_cnt;
reg [1:0]   led_contrl;
always @ (posedge sys_clk or negedge  sys_rst_n)  begin
    if(!sys_rst_n)
        time_cnt <=	24'd9_999_999;
    else if (time_cnt<24'd9_999_999)
        time_cnt <=	time_cnt + 2'd1;
    else
        time_cnt <=0;
end
always @(posedge sys_clk or negedge sys_rst_n)  begin
    if(!sys_rst_n)
        led_contrl <=2'b00;
    else if(time_cnt	==	24'd9_999_999)    
        led_contrl  <=  led_contrl + 1;
    else
        led_contrl  <=   led_contrl;
end
always @(posedge sys_clk or negedge sys_rst_n)  begin
    if(!sys_rst_n) begin
          led<=4'b 0000;
    end
    else if(key[0]==0)
        case (led_contrl)
            2'b00   :   led<=4'b1001;
            2'b01   :   led<=4'b0110;
            2'b10   :   led<=4'b0110;
            2'b11   :   led<=4'b1001; 
            default:    led<=4'b0000;
        endcase
    else if(key[1]==0)
        case (led_contrl)
            2'b00   : led<=4'b0001;
            2'b01   : led<=4'b0010;
            2'b10   : led<=4'b0100;
            2'b11   : led<=4'b1000;
            default  : led<=4'b0000;
        endcase
    else if (key[2]==0)   
        case (led_contrl)
            2'b00   : led<=4'b1111;
            2'b01   : led<=4'b0000;
            2'b10   : led<=4'b1111;
            2'b11   : led<=4'b0000;
            default  : led<=4'b0000;
        endcase
    else if (key[3]==0)   
        led=4'b1111;
    else
        led<=4'b0000;     
end
endmodule
==> design/flow/run.sh <==
#!/bin/bash
# OpenROAD 26Q1-2900-gdf79404cd8, Yosys 0.63+post, stock flow scripts
make -C /OpenROAD-flow-scripts/flow DESIGN_CONFIG=/design/flow/config.mk WORK_HOME=/design/flow/orfs finish
==> design/flow/config.mk <==
export PLATFORM = sky130hd
export DESIGN_NAME = key_led
export DESIGN_NICKNAME = key_led
export VERILOG_FILES = /design/flow/design.v
export SDC_FILE = /design/flow/constraint.sdc
export NUM_CORES = 4
export LEC_CHECK = 1
export CORE_AREA = 10 10 110 110
export DIE_AREA = 0 0 120 120
==> design/flow/constraint.sdc <==
current_design key_led

set clk_period 5.0
set clk_io_pct 0.2

create_clock -name clk0 -period $clk_period [get_ports {sys_clk}]

set non_clock_inputs [all_inputs -no_clocks]
set_input_delay [expr $clk_period * $clk_io_pct] -clock clk0 $non_clock_inputs
set_output_delay [expr $clk_period * $clk_io_pct] -clock clk0 [all_outputs]
==> Changelog: implementation <==
## Implementation

* Final Hold Fails at 0
* Fmax achieved at 0.4449 GHz
* Average cell area after synthesis at 9.942 sq um
* Std-Cell Rows at 36
* Layout cells sized above 1 at 0.1778
* Antenna violations before repair at 0
* Pin count of the biggest net entering global routing at 31
* Flops after synth at 30
* Commonest cells in the netlist: 18 x nor3_1, 16 x dfrtp_1, 14 x dfstp_2, 12 x xnor2_1, 9 x a21oi_1
* Resized cells post-CTS at 0
* Outcome: complete, no violations
* First-pass GRT wire length at 5.802 mm
* Log Warnings at 29
* YS chip area at 1660 sq um
* Crit end category: flip-flop
* Vias in the first global route at 1233
* Antenna diodes at 0
* Fin crit share at 0.4495
* Post-synthesis cell count at 167
* Avg WL per Cell at 10.27 um
* Leakage at 0.0006987 uW
* Root Driver: clkbuf_8
* Post-synthesis sequential area ratio at 0.4627
* Chip area at 14400 sq um
* Starting Density at 0.1699
* GRT Total Usage at 0.04656
* Global placement routability congestion at 0.8653
* Clock transition at path regs at 60 ps
* Fin crit period at 2248 ps
* Final HPWL DP at 2.316 mm
* Post-CTS Hold Buffers at 0
* # DRC at 0
* Setup TNS at 0 ps
* IO Port Bufs at 9
* Post-Syn Area at 1660 sq um
* CTS sink count at 30
* Placed Instance Area at 1907 sq um
* Total CTS buffers at 5
* Cell Type Count at 41
* Worst Tran Pin Value at 712.3 ps
* 1st-pass router iterations at 4
* Iteration-0 DRC Markers at 110
* Synth async-reset ratio at 1.000
* Hold Slack at 504.8 ps
* Slew Limit Fails at 0
* Max cap viols at 0
* Area leader share at 0.2411
* CP max stage delay at 650 ps
* DR vias/cell at 4.201
* Number of cells in Yosys stat at 167
* YS warnings at 1
* Final Cell Area at 1997 sq um
* Family with the most delay on the worst path: simple AND/OR/NAND/NOR gates
* Worst-case clock buffer depth at 2
* Largest cells by area: dfrtp_1 24%, dfstp_2 22%, xnor2_1 6.3%
* Pwr dens at 229.9 nW/um^2
* # H-tree levels at 2
* Worst setup path class: reg -> reg
* Most common cell in the netlist: nor3_1
* # IOs at 10
* Total power at 459.1 uW
* TritonCTS clock tree: yes
* Clock Skews at 4.323 ps
* WP buf/inv at 0
* Setup crit start kind: flip-flop
* Post-synth EDFFs at 0
* Postcts setup bufs at 0
* CP Data Arrival Time at 2430 ps
* Slew margin rel. at 0.5226
* Crit-path max FO at 7
* Hold crit path type: reg -> reg
* Slowest CP cell: or4_1
* Die height at 120 um
* Vias at 1315
* Die W at 120 um
* Detail Route Antenna Nets at 0
* Sequence of cells on the critical path: ha_1 -> nand3_1 -> or4_1 -> or3_1 -> a211oi_1
* Critical Path RT at 5190 ps
* Setup-failing EPs final at 0
* Most common reg cell: dfrtp_1
* VDD IR max at 0.00008008 V
* Clk latency late pin at 280 ps
* Cell type with the largest total area: dfrtp_1
* Core area at 9774 sq um
* Global route total overflow at 0
* Syn-to-layout area delta at 20.27%
* DRT Wirelength at 3.214 mm
* RSZ-0062 raised after global routing: false
## worst paths after layout
check | startpoint | end | slack [ps] | cells past startpoint
max | time_cnt[0] | time_cnt[20] | 2750 | 5
min | time_cnt[23] | time_cnt[23] | 500 | 2
max reg2reg | time_cnt[0] | time_cnt[20] | 2750 | 5
min reg2reg | time_cnt[23] | time_cnt[23] | 500 | 2
max in group asynchronous | sys_rst_n | time_cnt[23] | 3570 | 2
min in group asynchronous | sys_rst_n | led[1] | 1110 | 2
## state kept, by name, summed over array words and instances (netlist names)
name	cells
time_cnt	24
led_contrl	2
led	4
## where the power goes
group	internal (uW)	total, uW	switching, uW
clock	112	197	84.9
sequential	245	246	0.476
combinational	9.00	16.4	7.38
## through the flow
stage / util / setup slack, ps / std cells
5_1_grt: 0.2043 / 2585 / 313
6_report: 0.2043 / 2752 / 313
2_1_floorplan: - / 2882 / 167
3_5_place_dp: 0.1951 / 2733 / 305
4_1_cts: 0.2043 / 2738 / 313
3_3_place_gp: 0.1951 / 2774 / 305
## cells in the final DEF, fill, tap and decap left out, types with 7 or more instances in the layout
master,n
dfstp_2,14
a21oi_1,9
dfrtp_1,16
nor4_1,7
nor3_1,17
nand3_1,8
inv_1,7
xnor2_1,12
clkdlybuf4s50_1,9
## per-layer routing
layer	up-vias	routed length, um	part of all wire	GRT usage
met4	0	38	0.012	0.007541
met5	-	0	0	0
li1	638	-	-	-
met3	5	188	0.058	0.01380
met2	35	1446	0.45	0.06774
met1	637	1541	0.48	0.06795
## layout make-up
class                           count  area [sq um]
Fill cell                        1057          7777
Timing Repair Buffer               12         112.6
Tap cell                          133         166.4
Multi-Input combinational cell    123         833.3
Sequential cell                    30         768.2
Clock buffer                        8         90.09
Inverter                            7         26.28
## tightest hold or removal path: stages, from the launching register on
cell and delay, ps:
dfstp_2 380, o31ai_1 60, a211oi_1 60
## logic make-up (layout without fill, tap and decap cells)
| family | count (synthesis) | after routing | synth area share |
|---|---|---|---|
| AOI/OAI and AO/OA | 27 | 27 | 0.1017 |
| xor gates and xnor gates | 15 | 15 | 0.07913 |
| DFF | 30 | 30 | 0.4627 |
| adders and majority gates | 6 | 6 | 0.04521 |
| buffers and inverters | 14 | 27 | 0.03843 |
| muxes | 1 | 1 | 0.006782 |
| and+or+nand+nor | 74 | 74 | 0.2660 |
Power figures rest on the tool's default switching activity, not on a simulated workload.
